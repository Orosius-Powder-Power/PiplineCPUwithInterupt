===== config.mk =====
export PLATFORM = sky130hd
export DESIGN_NAME = clk_div
export DESIGN_NICKNAME = clk_div
export VERILOG_FILES = /design/flow/design.v
export SDC_FILE = /design/flow/constraint.sdc
export NUM_CORES = 4
export LEC_CHECK = 1
export CORE_AREA = 10 10 101 101
export DIE_AREA = 0 0 111 111

===== constraint.sdc =====
current_design clk_div

set clk_period 7.3
set clk_io_pct 0.2

create_clock -name clk0 -period $clk_period [get_ports {clk}]

set non_clock_inputs [all_inputs -no_clocks]
set_input_delay [expr $clk_period * $clk_io_pct] -clock clk0 $non_clock_inputs
set_output_delay [expr $clk_period * $clk_io_pct] -clock clk0 [all_outputs]

===== design.v =====
`timescale 1ns / 1ps
module clk_div(input clk,
					input rst,
					input SW2,
					output reg[31:0]clkdiv,
					output Clk_CPU
					);
	always @ (posedge clk or posedge rst) begin 
		if (rst) clkdiv <= 0; else clkdiv <= clkdiv + 1'b1; end
	assign Clk_CPU=(SW2)? clkdiv[25] : clkdiv[20];
endmodule

===== run.sh =====
#!/bin/bash
# OpenROAD 26Q1-2900-gdf79404cd8, Yosys 0.63+post, stock flow scripts
make -C /OpenROAD-flow-scripts/flow DESIGN_CONFIG=/design/flow/config.mk WORK_HOME=/design/flow/orfs finish

==> impl_metrics.ini <==
; physical design summary
[final_timing]
max_freq_mhz = 243.6
setup_viol = 0
final_max_slew_viol_count = 0
clock_skew_ns = 0.003145
finalSetupTns_ns = 0
slew_headroom = 0.6657
hold_viol_final = 0
fin_crit_ns = 4.105
tightest_slew_ns = 0.5001
rsz0062_at_grt = no
fin_crit_sh = 0.5623

[layout]
top_register = clkdiv
largest_register_ffs = 32
reg_top3 = clkdiv: 32 flops
comb_area_um2 = 658.1
flop_area_um2 = 800.8
instances_no_fill = 274
area_growth_pct = 37.53
fillers = 851
drive_gt1_frac = 0.1006

[drt]
firstDrtPassIters = 4
routed_wirelength_um = 3481
drc = 0
antenna_cells = 0
wl_per_cell_um = 12.70
vias = 1076
via_per_inst = 3.927
route.antenna.remaining_nets = 0
drt_iter0_markers = 28

[synth]
ys_cells = 130
yosysTopAreaCellShare = 0.5338
topCellsByArea = dfrtp_1 (53%), xor2_1 (11%), xnor2_1 (6.4%)
yosysChipArea_um2 = 1500
netlist_instances = 130
yosysUniqueCellTypes = 22
syn_area_per_cell_um2 = 11.54
ys_seq_frac = 0.5338
ys_ff = 32
synth_area_um2 = 1500
yosysTopAreaCell = dfrtp_1
yosys_warnings = 1

[critical_path]
crit_arrival_ns = 2.64
start_kind = primary input
worst_r2r_startpoint = clkdiv[0]
timing.reg2reg.setup_slack_ns = 5.52
criticalPathCategory = in -> out
cp_max_fo = 1
rr_worst_depth = 5
endpoint_kind = output pin
rr_endpoint = clkdiv[24]
setup.worst_path.end = Clk_CPU
startpoint = SW2
required_ns = 5.84

[run_status]
status = completed

[cts]
cts_tree = yes
clock-root-buffer = clkbuf_8
clk_pin_slew_ns = 0.06
cts_sinks = 32
clock_path_buffers = 2
htree_levels = 2
cts.repair.resized = 0
numCtsBuffers = 5
clkLatencyLatePin_ns = 0.28
hold_buffers = 0
cts_setup_buffers = 0

[placed_design]
dpl.hpwl_um = 2580
io_buffers = 35
place_congestion = 0.7461
place_inst = 267

[floorplan]
rows = 33
io_pins = 36
coreArea_um2 = 8134
die_w_um = 111
initial_core_util = 0.1844
die_y_um = 111
die-area_um2 = 12320

[global_routing]
grt.overflow.total = 0
grt_pass1_wl_um = 5713
antenna_found_initial = 0
grt_usage = 0.05580
grt_max_degree = 33
grt_pass1_vias = 1090

[run]
tool_warnings = 25
cap_violations = 0

[min_path]
hp-class = reg -> reg
hold_path_startpoint = clkdiv[31]

[power_and_ir_drop]
powerDensity_nw_per_um2 = 158.9
cellLeakagePower_nw = 0.8987
irDropWorstVdd_mv = 0.06697
total_power_w = 0.0003279
==> where the power goes <==
part           internal (W)   total [W]  switching, W
combinational    0.00000139  0.00000501    0.00000362
clock             0.0000839    0.000146     0.0000616
sequential         0.000177    0.000177             0
total              0.000263    0.000328     0.0000653
==> layer usage <==
layer,share of wire,wire [um],track usage,up-vias
li1,-,-,-,529
met1,0.46,1602,0.07150,516
met2,0.45,1577,0.08923,27
met3,0.076,265,0.02244,4
met4,0.010,35,0.006076,0
met5,0,0,0,-
==> synth_stat cells <==
master / number
nor4_2: 4
nand3_1: 10
and4_1: 5
buf_4: 1
xor2_1: 19
xnor2_1: 11
nand3_2: 1
buf_2: 3
inv_1: 5
nor4_1: 6
ha_1: 1
nand3_4: 2
and3_1: 5
dfrtp_1: 32
nand2_1: 9
nor3b_1: 1
nor2_1: 4
nor3_1: 4
nor2b_1: 1
nand2_2: 1
nand4_1: 4
mux2_2: 1
==> worst min path at each step <==
stage         depth (start not counted)         end  slack [ns]
global route                          1  clkdiv[14]        0.50
CTS                                   1  clkdiv[31]        0.47
finish                                1  clkdiv[31]        0.47
==> cell type report <==
type,instances,area share
clock buffer,7,0.04669
sequential,32,0.3881
multi-input combinational,89,0.3190
timing repair buffer,36,0.1734
inverter,5,0.009096
tap,105,0.06367
==> stage by stage <==
step / hold slack [ns] / cell area, um2 / utilization / worst slack (ns)
final: 0.4672 / 2063 / 0.2537 / 3.195
after floorplan: 0.4204 / 1500 / - / 4.098
after global routing: 0.5041 / 2063 / 0.2537 / 3.158
after CTS: 0.4723 / 2063 / 0.2537 / 3.185
after global placement: 0.4592 / 1967 / 0.2418 / 3.189
after detailed placement: 0.4625 / 1967 / 0.2418 / 3.182
==> cell usage in the layout, fill, tap and decap left out <==
master           instances
and3_1                   5
and4_1                   5
buf_4                    1
clkbuf_8                 7
clkdlybuf4s50_1         35
dfrtp_1                 32
ha_1                     1
inv_1                    5
mux2_2                   1
nand2_1                  9
nand2_2                  1
nand3_1                 10
nand3_2                  1
nand3_4                  2
nand4_1                  4
nor2_1                   4
nor2b_1                  1
nor3_1                   4
nor3b_1                  1
nor4_1                   6
nor4_2                   4
xnor2_1                 11
xor2_1                  19
==> logic make-up (layout without fill, tap and decap cells) <==
group                    after synthesis  count (layout)  synth area share
buffers and inverters                  9              48           0.02752
AND/OR/NAND/NOR                       57              57            0.2477
XOR/XNOR                              30              30            0.1751
flip-flops                            32              32            0.5338
adder cells (fa/ha/maj)                1               1          0.008339
multiplexers                           1               1          0.007506
==> worst max-delay path: stages <==
cell             delay [ns]
clkdlybuf4s50_1        0.46
mux2_2                 0.32
clkdlybuf4s50_1        0.40
Power and IR drop assume default switching activity.
